--- design/flow/config.mk ---
export PLATFORM = sky130hd
export DESIGN_NAME = Top_Module
export DESIGN_NICKNAME = Top_Module
export VERILOG_FILES = /design/flow/design.v
export SDC_FILE = /design/flow/constraint.sdc
export NUM_CORES = 4
export LEC_CHECK = 1
export CORE_UTILIZATION = 50
--- design/flow/constraint.sdc ---
current_design Top_Module

set clk_period 5.8
set clk_io_pct 0.2

create_clock -name clk0 -period $clk_period [get_ports {clk}]

set non_clock_inputs [all_inputs -no_clocks]
set_input_delay [expr $clk_period * $clk_io_pct] -clock clk0 $non_clock_inputs
set_output_delay [expr $clk_period * $clk_io_pct] -clock clk0 [all_outputs]
--- design/flow/design.v ---
`timescale 1ns / 1ps
module D_FF(
    input clk,
    input D,
    output reg Q,
    output reg Qbar
    );
    always@(posedge clk)
    begin
    Q<=D;
    Qbar<=!Q;
    end
endmodule
`timescale 1ns / 1ps
module Decoder_7_segment(
    input [3:0] in,          
    output reg [6:0] seg         
    );
    always@(in)
    begin
    case(in)
    0:seg=7'b0000001;
    1:seg=7'b1001111;
    2:seg=7'b0010010;
    3:seg=7'b0000110;
    4:seg=7'b1001100;
    5:seg=7'b0100100;
    6:seg=7'b0100000;
    7:seg=7'b0001111;
    8:seg=7'b0000000;
    9:seg=7'b0000100;
    endcase
    end
endmodule
`timescale 1ns / 1ps
module Slow_Clock_4Hz(
    input clk_in,
    output reg clk_out
    );
    reg [25:0] count=0;     
    always@(posedge clk_in)
    begin
    count<=count+1;
    if(count==12_500_000)
    begin
    count<=0;
    clk_out=~clk_out;  
    end
    end
endmodule
`timescale 1ns / 1ps
module Top_Module(
    input clk,
    input sw,    
    input btnC,  
    input btnU,  
    input btnR,  
    output [6:0] seg,
    output [3:0] an,
    output [7:0] led  
    );
    wire [3:0] s1,s2,m1,m2,h1,h2;
    reg hrup, minup;
    wire btnCclr, btnUclr, btnRclr;
    reg btnCclr_prev, btnUclr_prev, btnRclr_prev;  
    debounce dbC (clk,btnC,btnCclr);
    debounce dbU (clk,btnU,btnUclr);     
    debounce dbR (clk,btnR,btnRclr);     
    sevenseg_driver seg7 (clk, 1'b0, h2,h1,m2,m1,an,seg);  
    digital_clock clock(clk,sw,btnCclr,hrup,minup,s1,s2,m1,m2,h1,h2);  
    always@(posedge clk)
    begin
    btnUclr_prev <= btnUclr;
    btnRclr_prev <= btnRclr;
    if (btnUclr_prev == 1'b0 && btnUclr ==1'b1)
        hrup<=1'b1;
     else hrup<=0;
    if (btnRclr_prev == 1'b0 && btnRclr ==1'b1)
        minup<=1'b1;
     else minup<=0;
    end
    assign led [7:0] = {s2,s1};
endmodule
`timescale 1ns / 1ps
module binarytoBCD(
    input [11:0] binary,  
    output reg [3:0] thos,   
    output reg [3:0] huns,   
    output reg [3:0] tens,   
    output reg [3:0] ones    
    );
    reg[11:0] bcd_data=0;
    always@(binary)          
    begin
    bcd_data=binary;     
    thos=bcd_data/1000;  
    bcd_data=bcd_data%1000;  
    huns=bcd_data/100;   
    bcd_data=bcd_data%100;  
    tens=bcd_data/10;    
    ones=bcd_data%10;    
    end
endmodule
`timescale 1ns / 1ps
module digital_clock(
    input clk,
    input en,
    input rst,
    input hrup,
    input minup,
    output [3:0] s1, 
    output [3:0] s2,
    output [3:0] m1,
    output [3:0] m2,
    output [3:0] h1,
    output [3:0] h2
    );
    reg[5:0] hour=0, min=0, sec=0;  
    integer clkc=0;     
    localparam onesec=100_000_000;  
    always@(posedge clk)
    begin
    if(rst==1'b1)            
     {hour,min,sec}<=0;      
    else if (minup==1'b1)  
    if(min==6'd59)
    min<=0;
    else min<=min+1'd1;
    else if (hrup==1'b1)
    if(hour==23)
    hour<=0;
    else hour<=hour+1'd1;
    else if(en==1'b1)
        if(clkc==onesec)  
            begin
             clkc<=0;
                if(sec==6'd59)
                  begin
                     sec<=0;
                        if (min==6'd59)
                          begin min<=0;
                             if (hour==6'd23)
                                 hour<=0;
                             else
                                hour<=hour+1'd1;
                         end  
                       else
                         min<=min+1'd1;
                  end
                else
                  sec<=sec+1'd1;
             end 
        else    
          clkc<=clkc+1;  
    end
    binarytoBCD secs(.binary(sec), .thos(), .huns(), .tens(s2), .ones(s1));
    binarytoBCD mins(.binary(min), .thos(), .huns(), .tens(m2), .ones(m1));
    binarytoBCD hours(.binary(hour), .thos(), .huns(), .tens(h2), .ones(h1));
endmodule
`timescale 1ns / 1ps
module debounce(
    input clk_in,pb,
    output led 
    );
    wire clk_out;
    wire Q1,Q2,Q2_bar;
    Slow_Clock_4Hz u1(clk_in, clk_out);
    D_FF D1 (clk_out,pb, Q1);
    D_FF D2 (clk_out, Q1, Q2);
    assign Q2_bar = ~Q2;
    assign led= Q1 & Q2_bar;
 endmodule
`timescale 1ns / 1ps
module sevenseg_driver(
    input clk,
    input clr,
    input [3:0] in1,
    input [3:0] in2,
    input [3:0] in3,
    input [3:0] in4,
    output reg [3:0] an,
    output reg [6:0] seg
    );
    wire [6:0] seg1,seg2,seg3,seg4;
    reg [12:0] segclk;  
    localparam LEFT=2'b00, MIDLEFT = 2'b01, MIDRIGHT = 2'b10, RIGHT =2'b11;
    reg [1:0] state=LEFT;  
    always@(posedge clk)
    segclk<=segclk+1'b1;  
    always@(posedge segclk[12] or posedge clr)
    begin 
    if(clr==1)
    begin
    seg<=7'b0000000;  
    an<=4'b0000;
    state<=LEFT;
    end
    else
    begin                        
    case(state)                  
    LEFT: begin                  
        seg<=seg1;
        an<=4'b0111;                
        state<=MIDLEFT;
        end
    MIDLEFT: begin               
         seg<=seg2;
        an<=4'b1011;
        state<=MIDRIGHT;
        end
    MIDRIGHT: begin
         seg<=seg3;
        an<=4'b1101;
        state<=RIGHT;
        end
    RIGHT: begin
        seg<=seg4;
        an<=4'b1110;
        state<=LEFT;
        end
    endcase 
    end
    end
    Decoder_7_segment disp1(in1,seg1);
    Decoder_7_segment disp2(in2,seg2);
    Decoder_7_segment disp3(in3,seg3);
    Decoder_7_segment disp4(in4,seg4) ;
endmodule
--- design/flow/run.sh ---
#!/bin/bash
# OpenROAD 26Q1-2900-gdf79404cd8, Yosys 0.63+post, stock flow scripts
make -C /OpenROAD-flow-scripts/flow DESIGN_CONFIG=/design/flow/config.mk WORK_HOME=/design/flow/orfs finish
==> impl_metrics.csv <==
group,metric,value,unit
status,status,"completed",
timing,worst_pin_slew,0.7319,ns
setup_path,r2r_setup_slack,2.58,ns
synth,edf_count,35,
job,max_cap_viol_count,0,
synth,async_flop_share,0,
setup_path,r2r_cells,9,
worst_hold_path,holdCritPathClass,"flop to flop",
timing,finalClockPeriodUsage,0.8222,
setup_path,critPathRequiredTime,4.64,ns
worst_hold_path,min-delay-start,"btnUclr_prev$_DFF_P_",
cells_and_area,postLayoutCoreUtil,0.5737,
placement,hpwlAfterDp,11460,um
synth,synth-seq-cells,195,
detailed_routing,drt_iter0_drc,291,
detailed_routing,vias,6765,
worst_hold_path,whs_path_depth,1,
detailed_routing,wl,16200,um
synth,ys_cells,1032,
detailed_routing,drc,0,
pwr,p_per_area,207.0,nW/um^2
pwr,leakage,3.973,nW
setup_path,startpoint_type,"flop",
clock_tree,cts_hold_buf,0,
setup_path,cp_max_fo,14,
synth,syn_inst,1032,
timing,grt_setup_unrepaired,"no",
synth,ys_warn_count,10,
grt,gr-total-overflow,0,
clock_tree,cts_tree,"built",
synth,ff_type,"dfxtp_1",
clock_tree,h-tree-depth,4,
setup_path,slowest_delay,0.59,ns
timing,worst_clock_skew,0.01498,ns
clock_tree,cts_resized,0,
timing,unclocked_regs,47,
placement,gp_congestion,0.8361,
setup_path,crit_slowest_cell,"dfxtp_1",
timing,fmax,0.2097,GHz
clock_tree,clk_latency,0.42,ns
cells_and_area,final_cell_mix,"132 x dfxtp_1, 118 x nor2_1, 93 x xnor2_1",
die,fp_util,0.5168,
grt,grt_first_pass_wirelength,28810,um
detailed_routing,wire_per_inst,12.45,um
clock_tree,cts_root_buf,"clkbuf_16",
setup_path,crit_type,"flop to output port",
timing,relSlewSlack,0.5105,
clock_tree,cts.clk_slew.worst_paths,0.06,ns
grt,antenna_found_initial,0,
placement,placed_cell_area,9826,um^2
die,row_count,49,
pwr,peakVddDrop,0.1752,mV
synth,synth_cell_types,79,
synth,synth_area,9379,um^2
cells_and_area,fill_cells,1599,
grt,grt_pass1_vias,6281,
timing,final-hold-violation-count,0,
detailed_routing,antenna_left,0,
detailed_routing,drtPass1Iterations,8,
timing,setup_viol,0,
clock_tree,postCtsSetupBuffers,0,
timing,period_minus_slack,4.768,ns
cells_and_area,design_area,10410,um^2
timing,final_max_slew_viol_count,0,
clock_tree,numCtsBuffers,17,
detailed_routing,diodes,0,
synth,syn_avg_cell_area,9.088,um^2
cells_and_area,layout_top_cell,"dfxtp_1",
timing,tns,0,ns
setup_path,cp_cell_sequence,"inv_1, ha_1, nand2b_1, a22oi_1, o31ai_1, and2_0, maj3_1, a21boi_0, mux2i_1, clkdlybuf4s50_1",
setup_path,regToRegStartpoint,"clock.clkc[0]$_SDFFCE_PP0P_",
setup_path,critPathArrivalTime,3.61,ns
die,die_area,19310,um^2
die,ioPinCount,24,
clock_tree,cts_buffer_depth,2,
placement,io_buffers,22,
die,fp.coreArea,18150,um^2
grt,grt_max_degree,33,
setup_path,reg2reg_to,"clock.hour[4]$_SDFFE_PP0P_",
setup_path,endpoint_kind,"output port",
grt,grt_usage,0.1830,
job,tool_warnings,48,
cells_and_area,drive_above_1_share,0.05131,
synth,yosys.stat.chipArea,9379,um^2
detailed_routing,via_per_inst,5.200,
die,die_x,139.0,um
cells_and_area,areaGrowthSynthToFinish,11.01,%
die,die_h,139.0,um
timing,untimed_endpoints,60,
worst_hold_path,min_to,"hrup$_DFF_P_",
[sequential cells by signal, indices dropped and copies added (netlist names), 2 cells and up]
register	flops
clock.clkc	32
dbC.u1.count	26
dbR.u1.count	26
dbU.u1.count	26
seg7.segclk	13
seg7.disp1.seg	7
seg7.disp2.seg	7
seg7.disp3.seg	7
seg7.disp4.seg	7
seg7.seg	7
clock.hour	6
clock.min	6
clock.sec	6
seg7.an	4
seg7.state	2
[area by class of cell]
| cell class | count | area [um^2] | area share |
|---|---|---|---|
| clock inverter | 12 | 127.6 | 0.01226 |
| clock buffer | 20 | 457.9 | 0.04399 |
| timing repair buffer | 26 | 250.2 | 0.02404 |
| sequential | 195 | 4114 | 0.3951 |
| tap | 229 | 286.5 | 0.02752 |
| multi-input combinational | 761 | 4957 | 0.4761 |
| inverter | 58 | 217.7 | 0.02091 |
[cell families after synthesis]
logic type                 share of synthesized area
adders and majority gates                    0.05283
other                                      0.0003998
buffers and inverters                        0.04029
and+or+nand+nor                               0.2283
AOI/OAI and AO/OA                             0.1099
latches                                      0.04482
DFF                                           0.3938
xor gates and xnor gates                      0.1242
muxes                                       0.005470
[worst max-delay path, delay by kind of cell (launching register included)]
family	cells	cell delay, ns
AND/OR/NAND/NOR	2	0.38
multiplexers	1	0.23
flip-flops	1	0.59
buffers and inverters	2	0.63
adder cells (fa/ha/maj)	2	0.72
AND-OR/OR-AND	3	0.65
[routing by layer]
metal  global-route usage  routed length [um]  vias up
met5                    0                   0        -
met4              0.02515                 199        0
met3              0.02357                 359       15
met2               0.2786                7049       66
met1               0.2976                8586     3047
li1                     -                   -     3637
[cell usage after synthesis, types with 6 or more instances]
cell | number | area (um^2)
dfxtp_1 | 132 | 2643
nor2_1 | 118 | 442.9
xnor2_1 | 93 | 814.5
nand2_1 | 74 | 277.8
nand3_1 | 60 | 300.3
inv_1 | 58 | 217.7
xor2_1 | 40 | 350.3
ha_1 | 38 | 475.5
a21oi_1 | 36 | 180.2
edfxtp_1 | 35 | 1051
o21ai_0 | 33 | 165.2
dlxtn_1 | 28 | 420.4
and3_1 | 24 | 150.1
nor2b_1 | 20 | 125.1
nand4_1 | 19 | 118.9
nor3_1 | 19 | 95.09
clkbuf_1 | 18 | 67.56
or3_1 | 15 | 93.84
and4_1 | 12 | 105.1
nor4_1 | 12 | 75.07
nand2b_1 | 11 | 68.82
nor4b_1 | 10 | 87.58
a222oi_1 | 7 | 70.07
o21a_1 | 7 | 52.55
a211oi_1 | 6 | 45.04
[through the flow]
stage	total power, W	cells	hold WS (ns)	worst slack (ns)
after floorplan	0.001095	1046	0.3674	1.900
after global placement	0.001101	1269	0.3884	1.510
after detailed placement	0.001101	1269	0.3873	1.457
after CTS	0.002189	1301	0.3916	1.004
after global routing	0.002235	1301	0.4272	0.6425
final	0.002156	1301	0.3862	1.032
[worst max path at each step]
stage                          from     end  slack [ns]  cells after the start
6_report  clock.sec[3]$_SDFFE_PP0P_  led[2]        1.03                     10
5_1_grt   clock.sec[3]$_SDFFE_PP0P_  led[2]        0.64                     10
4_1_cts   clock.sec[3]$_SDFFE_PP0P_  led[2]        1.00                     10
[power by group]
group | switching (W) | internal, W | leakage, nW
combinational | 0.00000664 | 0.00000631 | 2.07
clock | 0.000419 | 0.000658 | 0.286
sequential | 0.00000446 | 0.00106 | 1.62
Power figures rest on the tool's default switching activity, not on a simulated workload.
